### run.sh
#!/bin/bash
# OpenROAD 26Q1-2900-gdf79404cd8, Yosys 0.63+post, stock flow scripts
make -C /OpenROAD-flow-scripts/flow DESIGN_CONFIG=/design/flow/config.mk WORK_HOME=/design/flow/orfs finish
### config.mk
export PLATFORM = sky130hd
export DESIGN_NAME = SevenSegmentControl
export DESIGN_NICKNAME = SevenSegmentControl
export VERILOG_FILES = /design/flow/design.v
export SDC_FILE = /design/flow/constraint.sdc
export NUM_CORES = 4
export LEC_CHECK = 1
export CORE_AREA = 10 10 111 111
export DIE_AREA = 0 0 121 121
### constraint.sdc
current_design SevenSegmentControl

set clk_period 3.6
set clk_io_pct 0.2

create_clock -name clk0 -period $clk_period [get_ports {clk}]

set non_clock_inputs [all_inputs -no_clocks]
set_input_delay [expr $clk_period * $clk_io_pct] -clock clk0 $non_clock_inputs
set_output_delay [expr $clk_period * $clk_io_pct] -clock clk0 [all_outputs]
### design.v
module SevenSegmentControl(  
input logic clk,
input logic[31:0] dataIn,
input logic[7:0] digitDisplay, digitPoint,
output logic[7:0] anode, segment);
logic[16:0] counter = 17'b0;
always_ff @(posedge clk)
begin
	counter <= counter + 1;
end
logic[2:0] digitSelect;
assign digitSelect = counter[16:14];
logic[7:0] binarySelect;
logic[3:0] dataOut;
logic DP;
always_comb begin
	case(digitSelect)
		0:begin
			binarySelect = 8'b00000001;
			dataOut = dataIn[3:0];
			DP = digitPoint[0];
			end
		1:begin
			binarySelect = 8'b00000010;
			dataOut = dataIn[7:4];
			DP = digitPoint[1];
			end
		2:begin
			binarySelect = 8'b00000100;
			dataOut = dataIn[11:8];
			DP = digitPoint[2];
			end
		3:begin 
			binarySelect = 8'b00001000;
			dataOut = dataIn[15:12];
			DP = digitPoint[3];
			end
		4:begin
			binarySelect = 8'b00010000;
			dataOut = dataIn[19:16];
			DP = digitPoint[4];
			end
		5:begin
			binarySelect = 8'b00100000;
			dataOut = dataIn[23:20];
			DP = digitPoint[5];
			end
		6:begin 
			binarySelect = 8'b01000000;
			dataOut = dataIn[27:24];
			DP = digitPoint[6];
			end
		default:begin
			binarySelect = 8'b10000000;
			dataOut = dataIn[31:28];
			DP = digitPoint[7];
			end
	endcase
end
assign anode = ~(binarySelect & digitDisplay);
assign segment[7] = !DP;
assign segment[6:0] =  
	(dataOut == 0) ? 7'b1000000 :  
	(dataOut == 1) ? 7'b1111001 :  
	(dataOut == 2) ? 7'b0100100 :  
	(dataOut == 3) ? 7'b0110000 :  
	(dataOut == 4) ? 7'b0011001 :  
	(dataOut == 5) ? 7'b0010010 :  
	(dataOut == 6) ? 7'b0000010 :  
	(dataOut == 7) ? 7'b1111000 :  
	(dataOut == 8) ? 7'b0000000 :  
	(dataOut == 9) ? 7'b0010000 :  
	(dataOut == 10) ? 7'b0001000 :  
	(dataOut == 11) ? 7'b0000011 :  
	(dataOut == 12) ? 7'b1000110 :  
	(dataOut == 13) ? 7'b0100001 :  
	(dataOut == 14) ? 7'b0000110 :  
	7'b0001110; 
endmodule
==> metrics.yaml <==
outcome:
  outcome: "finished, final reports clean"
route:
  first_pass_iters: 4
  route.vias.total: 1448
  wl_um: 4930
  insertedDiodeCount: 0
  drt-wirelength-per-cell_um: 13.3
  vias_per_cell: 3.91
  ant_nets: 0
  drcViolationCount: 0
  detail_route.iter0.violations: 141
placed_design:
  placement.io_buffers: 64
  gpl.final_weighted_congestion: 0.850
  preCtsSetupSlack_ps: -332
  dp.cells: 362
  dp_wirelength_um: 4050
setup_path:
  critical_path.startpoint_type: "input port"
  reg2reg_setup_slack_ps: 2090
  critical_path_peak_fanout: 4
  worstPathRequired_ps: 2880
  critical_path_class: "in2out"
  timing.critical_path.to_type: "output pin"
  critical_path_arrival_ps: 2750
finish:
  largest_reg_flops: 17
  drive_gt1_share_pct: 21.1
  top_register: "counter"
  final_cells: 370
  post-route-util_pct: 23.8
  syn2layout_area_growth_pct: 72.5
  layout.filler_cells: 1024
  layout_top_registers: "counter x17"
timing:
  hold_viol: 0
  clock-skew-final_ps: 0.804
  worst_slack_ps: 129
  final.period_utilization_pct: 96.4
  worst-slew-pin-transition_ps: 420
  finalWorstPathRequiredPeriod_ps: 3470
  achievable-frequency_ghz: 0.288
  setup_viol: 0
  timing.final.max_slew_violations: 0
  slew_headroom_pct: 72.0
  rsz0062_at_grt: "false"
pwr:
  power-per-cell-area_nw_per_um2: 176
  combPwrFrac_pct: 20.8
  switching_share_pct: 20.0
  ir_drop_v: 0.000228
  internal-power_uw: 330
  power.static_leakage_uw: 0.000845
  p_switching_uw: 82.4
  seq_power_share_pct: 45.6
  power_frac_clock_pct: 33.6
  post-layout-total-power_uw: 413
logic_synthesis:
  dominantRegCellSynth: "sky130_fd_sc_hd__dfxtp_1"
  synth.yosys.num_cells: 159
  ffs_w_async_s_r_synth_pct: 0
  distinct_cells_synth: 52
  synth_area_per_cell_um2: 8.56
  netlist_instances: 159
  synth-edff-count: 0
  synth-seq-area-share_pct: 25.0
  synthesis.yosys.warnings: 1
  yosys.stat.chipArea_um2: 1360
  synthesis.area_um2: 1360
  synth_flop_count: 17
run:
  warning_count: 26
  max_cap_viol_count: 0
clock_tree:
  ctsLongestPathBuffers: 2
  cts.reportedPaths.clkPinSlew_ps: 60
  clk_root_buffer_cell: "sky130_fd_sc_hd__clkbuf_8"
  deepest_level_of_the_cts_h_tree: 1
  cts_buffers: 3
  clkLatencyLatePin_ps: 250
  tritoncts: "done"
  cts.sink_count: 17
floorplan:
  boundaryPins: 65
  fp-utilization_pct: 13.8
  die-height_um: 121
  floorplan.rows: 36
  fp.coreArea_um2: 9860
  die_x_um: 121
  chipArea_um2: 14600
global_route:
  grt_pass1_vias: 1399
  grt_remaining_overflow: 0
  initial_antenna_violation_count: 0
  grt_start_max_net_pins: 13
  track_usage_pct: 6.33
  global_route_wire_length_before_repair_um: 7470
worst_hold_path:
  min-delay-path-class: "reg2reg"
[cells in the final DEF (no fill, tap or decap), types with 3 or more instances in the layout]
cell	count
sky130_fd_sc_hd__a221oi_2	4
sky130_fd_sc_hd__and3_1	3
sky130_fd_sc_hd__buf_2	4
sky130_fd_sc_hd__buf_4	19
sky130_fd_sc_hd__clkbuf_8	3
sky130_fd_sc_hd__clkdlybuf4s50_1	55
sky130_fd_sc_hd__dfxtp_1	16
sky130_fd_sc_hd__dlymetal6s2s_1	3
sky130_fd_sc_hd__mux2i_1	4
sky130_fd_sc_hd__nand2_1	10
sky130_fd_sc_hd__nand3_1	14
sky130_fd_sc_hd__nand3b_1	5
sky130_fd_sc_hd__nand4_1	4
sky130_fd_sc_hd__nor2_1	11
sky130_fd_sc_hd__nor2b_1	3
sky130_fd_sc_hd__o21ai_0	7
sky130_fd_sc_hd__xnor2_1	14
sky130_fd_sc_hd__xor2_1	3
[layer usage]
metal	wire, µm	share of wire [%]	global-route usage, %
met1	2240	46	8.48
met2	2350	48	10.3
met4	6	0.12	0.0754
met3	327	6.6	1.98
met5	0	0	0
[area by class of cell]
cell class | count | area [µm²] | area share, %
clock buffer | 4 | 45.0 | 1.92
inverter | 1 | 3.75 | 0.160
sequential | 17 | 342 | 14.5
tap | 133 | 166 | 7.09
timing repair buffer | 85 | 791 | 33.7
multi-input combinational | 130 | 1000 | 42.6
[synthesized netlist by cell type, drive strengths merged (3+ instances only)]
cell,instances,area [µm²]
a21oi,3,15.0
a221oi,5,56.3
and3,3,18.8
buf,10,91.3
dfxtp,17,340
mux2i,4,40.0
nand2,11,41.3
nand3,14,70.1
nand3b,5,37.5
nand4,4,25.0
nor2,14,60.1
nor2b,4,25.0
o21ai,8,40.0
o22ai,4,31.3
xnor2,14,123
xor2,3,26.3
[final timing paths]
path,from,to,cells after the start
worst max-delay path,dataIn[0],segment[4],9
worst min-delay path,counter[0],counter[0],1
worst max register to register,counter[2],counter[11],5
worst min register to register,counter[0],counter[0],1
[power by group through the flow]
stage         sequential, µW  combinational, µW  clock, µW
CTS                      188               85.5        142
global route             188               93.0        152
finish                   188               85.9        139
[metrics by stage]
step                cell area [µm²]  hold WS, ps  TNS [ps]
global placement               2200          424     -1350
detailed placement             2200          429     -1450
finish                         2350          454         0
global route                   2350          467         0
floorplan                      1360          402         0
CTS                            2290          448     -62.0
[critical path: stages]
cell and delay [ps]:
sky130_fd_sc_hd__clkdlybuf4s50_1 390, sky130_fd_sc_hd__mux2_4 280, sky130_fd_sc_hd__a211oi_4 280, sky130_fd_sc_hd__a21oi_2 110, sky130_fd_sc_hd__nor2_4 140, sky130_fd_sc_hd__buf_4 120, sky130_fd_sc_hd__a21boi_0 160, sky130_fd_sc_hd__o22ai_1 110
sky130_fd_sc_hd__clkdlybuf4s50_1 430
[cells by family after synthesis]
family / share of synthesized area [%]
compound gates: 17.6
xor+xnor: 10.9
fa+ha+maj: 1.65
buf+inv: 7.26
flops: 25.0
mux: 5.70
simple gates: 31.9
[what timing repair did]
action	CTS	global route
setup buffers	3	1
resized	20	17
pin swaps	8	7
hold buffers	0	0
setup endpoints to repair	7	7
Power figures rest on the tool's default switching activity, not on a simulated workload.
