File: /design/flow/run.sh
#!/bin/bash
# OpenROAD 26Q1-2900-gdf79404cd8, Yosys 0.63+post, stock flow scripts
make -C /OpenROAD-flow-scripts/flow DESIGN_CONFIG=/design/flow/config.mk WORK_HOME=/design/flow/orfs finish
File: /design/flow/config.mk
export PLATFORM = sky130hd
export DESIGN_NAME = debounce
export DESIGN_NICKNAME = debounce
export VERILOG_FILES = /design/flow/design.v
export SDC_FILE = /design/flow/constraint.sdc
export NUM_CORES = 4
export LEC_CHECK = 1
export CORE_AREA = 10 10 105 105
export DIE_AREA = 0 0 115 115
File: /design/flow/constraint.sdc
current_design debounce

set clk_period 3.1
set clk_io_pct 0.2

create_clock -name clk0 -period $clk_period [get_ports {clk}]

set non_clock_inputs [all_inputs -no_clocks]
set_input_delay [expr $clk_period * $clk_io_pct] -clock clk0 $non_clock_inputs
set_output_delay [expr $clk_period * $clk_io_pct] -clock clk0 [all_outputs]
File: /design/flow/design.v
module debounce(
input logic clk, noisy,
output logic debounced);
typedef enum {S0, S1, S2, S3} StateType;
StateType current_state = S0;
logic timerDone;
always_ff @(posedge clk)
	case (current_state)
		S0: if (noisy) 
				current_state <= S1;
		S1: if (~noisy) 
				current_state <= S0;
			else if (noisy && timerDone) 
				current_state <= S2;
		S2: if (~noisy)
				current_state <= S3;
		S3: if (noisy)
				current_state <= S2;
			else if (~noisy && timerDone)
				current_state <= S0;
	endcase
logic clrTimer;
always_comb 
begin
	clrTimer = 0;
	debounced = 0;
	case (current_state)
		S0: clrTimer = 1;
		S2: begin
				debounced = 1;
				clrTimer = 1;
			end
		S3: debounced = 1;
	endcase
end
logic[18:0] expandedClk;
always_ff @(negedge clk)
	if (clrTimer) 
	    begin
		     expandedClk <= 0;
		     timerDone = 0;
		end
	else 
	    begin
		expandedClk <= expandedClk + 1;
	    if (expandedClk == 19'd499999)
			timerDone = 1;
		end
endmodule
==> results.sh <==
# yosys + openroad results
export IMPL_setup_violations=0
export IMPL_die_y_um=115
export IMPL_hold_path_depth=1
export IMPL_path_cells="inv_1 -> nor2_1"
export IMPL_ys_sh_adder_pct=1.25
export IMPL_placedCellCount=217
export IMPL_initial_core_util_pct=11.4
export IMPL_drt_total_wl_mm=1.68
export IMPL_cts_resized=0
export IMPL_ff_type="dfxtp_1"
export IMPL_die_area_mm2=0.0132
export IMPL_cts_root_buf="clkbuf_8"
export IMPL_cts_path_max_buffers=2
export IMPL_timing_worst_setup_path_type="reg -> reg"
export IMPL_tightest_slew_ns=0.576
export IMPL_grt_pass1_vias=797
export IMPL_yosysWarnings=1
export IMPL_dp_slack_ns=0.419
export IMPL_holdCritPathClass="reg -> reg"
export IMPL_clock_sinks=22
export IMPL_cp_end_kind="flop"
export IMPL_power_mw=0.698
export IMPL_simple_gate_area_share_pct=27.9
export IMPL_synthToLayoutAreaGrowth_pct=24.6
export IMPL_rsz0062_at_grt="false"
export IMPL_placementRows=34
export IMPL_flop_area_um2=460
export IMPL_yosys_area_um2=998
export IMPL_grt_pass1_wl_mm=3.28
export IMPL_first_pass_iters=4
export IMPL_drc=0
export IMPL_hold_ws_ns=0.448
export IMPL_hold_path_startpoint="expandedClk[0]$_SDFF_NP0_"
export IMPL_htree_num_levels=1
export IMPL_use_met3_pct=1.11
export IMPL_critPathArrivalTime_ns=1.27
export IMPL_mux_share_pct=1.00
export IMPL_fillCellCount=1010
export IMPL_wl_per_cell_um=7.00
export IMPL_grt_total_usage_pct=2.81
export IMPL_numCtsBuffers=3
export IMPL_reg2reg_from="current_state[0]$_DFFE_PP_"
export IMPL_clk_latency_ns=0.33
export IMPL_synth_edff_count=2
export IMPL_dpl_hpwl_mm=1.11
export IMPL_async_flop_share_pct=0
export IMPL_initialDrtViolationCount=47
export IMPL_ir_worst_vdd_uv=338
export IMPL_cp_slowest_cell="inv_1"
export IMPL_dr_total_vias=800
export IMPL_place_congestion=0.791
export IMPL_crit_fanout=19
export IMPL_top_usage_layer="met2"
export IMPL_fin_tns_setup_ns=0
export IMPL_compound_area_share_pct=6.27
export IMPL_report_final_slew_viol_count=0
export IMPL_final_area_mm2=0.00124
export IMPL_hold_violations=0
export IMPL_io_pins=3
export IMPL_met2_usage_pct=4.02
export IMPL_maxCapViolCount=0
export IMPL_ant_nets=0
export IMPL_tritoncts="built"
export IMPL_final_util_pct=14.2
export IMPL_leakagePower_nw=0.421
export IMPL_grt_overflow_total=0
export IMPL_drive_gt1_share_pct=4.55
export IMPL_numSynthFlops=22
export IMPL_comb_area_um2=478
export IMPL_instances_no_fill=240
export IMPL_slew_headroom_pct=61.6
export IMPL_synth_cell_type_count=29
export IMPL_syn_inst=111
export IMPL_rr_worst_depth=2
export IMPL_cpPeakStageDelay_ns=0.46
export IMPL_logic_family="simple AND/OR/NAND/NOR gates"
export IMPL_min_to="expandedClk[0]$_SDFF_NP0_"
export IMPL_worst_slack_ns=0.470
export IMPL_grt_max_degree=20
export IMPL_synth_cell_area_um2=998
export IMPL_vias_per_cell=3.33
export IMPL_status="completed"
export IMPL_antenna_cells=0
export IMPL_avgSynthCellArea_um2=9.00
export IMPL_holdBufCountCts=0
export IMPL_finClkSkew_ns=0.0710
export IMPL_r2r_end="expandedClk[5]$_SDFF_NP0_"
export IMPL_fp_coreArea_mm2=0.00876
export IMPL_die_x_um=115
export IMPL_yosysSeqAreaShare_pct=46.1
export IMPL_start_kind="flop"
export IMPL_regToRegSetupSlack_ns=0.47
export IMPL_warnings=45
export IMPL_ys_cells=111
export IMPL_portBuffers=2
export IMPL_dpl_instance_area_mm2=0.00113
export IMPL_antenna_found_initial=0
export IMPL_clkTransAtPathRegs_ns=0.08
export IMPL_gr_usage_met1_pct=3.83
export IMPL_critPathRequiredTime_ns=1.74
export IMPL_post_cts_buffers=0
export IMPL_synth_xor_area_share_pct=11.4
export IMPL_powerDensity_mw_per_mm2=561
worst max-delay path, delay by kind of cell, from the launching register on:
kind          cells  cell delay [ns]
buf+inv           1             0.46
flops             1             0.44
simple gates      1             0.10
power by group:
group | total [mW] | switching (mW) | internal [mW]
combinational | 0.0837 | 0.0498 | 0.0339
clock | 0.274 | 0.152 | 0.122
sequential | 0.340 | 0.0224 | 0.318
total | 0.698 | 0.224 | 0.474
synth_stat cells, types with 2 or more instances:
master / count / area [µm²]
nand3_1: 5 / 25.0
a21oi_1: 5 / 25.0
nor4b_1: 2 / 17.5
nor4_1: 4 / 25.0
nor2_1: 17 / 63.8
nand4_1: 3 / 18.8
xor2_1: 2 / 17.5
or3_1: 4 / 25.0
clkbuf_1: 3 / 11.3
nand3_2: 2 / 20.0
o31ai_1: 2 / 15.0
dfxtp_1: 20 / 400
or4_1: 3 / 22.5
o21ai_0: 2 / 10.0
inv_1: 7 / 26.3
nand2_1: 3 / 11.3
xnor2_1: 11 / 96.3
nor3_1: 3 / 15.0
buf_6: 2 / 22.5
edfxtp_1: 2 / 60.1
cells by family after synthesis:
| logic type | count (synthesis) |
|---|---|
| adder cells (fa/ha/maj) | 1 |
| buffers and inverters | 12 |
| multiplexers | 1 |
| AND-OR/OR-AND | 11 |
| XOR/XNOR | 13 |
| flip-flops | 22 |
| AND/OR/NAND/NOR | 51 |
cells in the final DEF (no fill, tap or decap), types with 4 or more instances in the layout:
cell / count
nor2_1: 17
inv_1: 26
dfxtp_1: 20
or3_1: 4
nand3_1: 5
xnor2_1: 11
nor4_1: 4
a21oi_1: 5
flip-flops by register name (all words and copies together) (netlist names), named ones only:
register and flops:
current_state 1, timerDone 1, expandedClk 19
per-layer routing:
metal | vias to the layer above | share of wire, %
li1 | 426 | -
met3 | 2 | 3.7
met2 | 5 | 41
met5 | - | 0
met1 | 367 | 54
met4 | 0 | 0.48
how the worst max path moves through the flow:
stage / slack, ns / start / to / cells after the start
5_1_grt: 0.35 / current_state[0]$_DFFE_PP_ / expandedClk[5]$_SDFF_NP0_ / 2
4_1_cts: 0.46 / current_state[0]$_DFFE_PP_ / expandedClk[9]$_SDFF_NP0_ / 2
6_report: 0.47 / current_state[0]$_DFFE_PP_ / expandedClk[5]$_SDFF_NP0_ / 2
area by class of cell:
class | count | area share, %
well taps | 108 | 10.9
inverters | 6 | 1.81
flip-flops and latches | 22 | 37.0
clock buffers | 3 | 3.32
repair buffers | 3 | 2.21
clock inverters | 21 | 6.34
multi-input cells | 77 | 38.4
No activity file was given, so power comes from the tool's default toggle rates.
